--- design/flow/design.v ---
module xilinx_simple_dual_port_2_clock_ram #(
  parameter RAM_WIDTH = 36,                        
  parameter RAM_DEPTH = 512,                       
  parameter RAM_PERFORMANCE = "HIGH_PERFORMANCE",  
  parameter INIT_FILE = ""                         
) (
  input [clogb2(RAM_DEPTH-1)-1:0] addra,  
  input [clogb2(RAM_DEPTH-1)-1:0] addrb,  
  input [RAM_WIDTH-1:0] dina,           
  input clka,                           
  input clkb,                           
  input wea,                            
  input enb,                            
  input rstb,                           
  input regceb,                         
  output [RAM_WIDTH-1:0] doutb          
);
  reg [RAM_WIDTH-1:0] BRAM [RAM_DEPTH-1:0];
  reg [RAM_WIDTH-1:0] ram_data = {RAM_WIDTH{1'b0}};
  generate
    if (INIT_FILE != "") begin: use_init_file
      initial
        $readmemh(INIT_FILE, BRAM, 0, RAM_DEPTH-1);
    end else begin: init_bram_to_zero
      integer ram_index;
      initial
        for (ram_index = 0; ram_index < RAM_DEPTH; ram_index = ram_index + 1)
          BRAM[ram_index] = {RAM_WIDTH{1'b0}};
    end
  endgenerate
  always @(posedge clka)
    if (wea)
      BRAM[addra] <= dina;
  always @(posedge clkb)
    if (enb)
      ram_data <= BRAM[addrb];
  generate
    if (RAM_PERFORMANCE == "LOW_LATENCY") begin: no_output_register
       assign doutb = ram_data;
    end else begin: output_register
      reg [RAM_WIDTH-1:0] doutb_reg = {RAM_WIDTH{1'b0}};
      always @(posedge clkb)
        if (rstb)
          doutb_reg <= {RAM_WIDTH{1'b0}};
        else if (regceb)
          doutb_reg <= ram_data;
      assign doutb = doutb_reg;
    end
  endgenerate
  function integer clogb2;
    input integer depth;
      for (clogb2=0; depth>0; clogb2=clogb2+1)
        depth = depth >> 1;
  endfunction
endmodule
--- design/flow/run.sh ---
#!/bin/bash
# OpenROAD 26Q1-2900-gdf79404cd8, Yosys 0.63+post, stock flow scripts
make -C /OpenROAD-flow-scripts/flow DESIGN_CONFIG=/design/flow/config.mk WORK_HOME=/design/flow/orfs finish
--- design/flow/config.mk ---
export PLATFORM = sky130hd
export DESIGN_NAME = xilinx_simple_dual_port_2_clock_ram
export DESIGN_NICKNAME = xilinx_simple_dual_port_2_clock_ram
export VERILOG_FILES = /design/flow/design.v
export SDC_FILE = /design/flow/constraint.sdc
export NUM_CORES = 4
export LEC_CHECK = 1
export CORE_UTILIZATION = 40
export SYNTH_MEMORY_MAX_BITS = 65536
--- design/flow/constraint.sdc ---
current_design xilinx_simple_dual_port_2_clock_ram

set clk_period 8.0
set clk_io_pct 0.2

create_clock -name clk0 -period $clk_period [get_ports {clka}]
create_clock -name clk1 -period $clk_period [get_ports {clkb}]

set non_clock_inputs [all_inputs -no_clocks]
set_input_delay [expr $clk_period * $clk_io_pct] -clock clk0 $non_clock_inputs
set_output_delay [expr $clk_period * $clk_io_pct] -clock clk0 [all_outputs]
==> reports/results.ini <==
[synth]
syn_area_per_cell_um2=20.9
ys.flop_type=edfxtp_1
top_cell_area_share=0.777
yosys_cells=34200
synth_cells=34200
ys_ff=18500
synth_warnings=1
ys_types=92
edf_count=18500
yosys.area.top_type=edfxtp_1
synth_area_um2=714000
ys_async_sr_fraction=0
yosys_area_um2=714000
yosys-top-cells-area=edfxtp_1 78%, mux4_2 9.2%, mux2i_1 4.8%, o221ai_1 1.5%, o22ai_1 0.84%
synth_seq_share=0.778

[detailed_routing]
dr.pass1.iters=6
via_per_inst=5.98
vias=372000
drtAntennaViolNets=0
routed_wl_um=2400000
detail_route.wl_per_cell_um=38.6
drt_iter0_drc=27400
drc_errors=0

[worst_setup_path]
cp.arrival_ns=7.69
cp-end-kind=flop
cp-start-kind=primary input
cp_max_fo=64
cp_slowest_stage_delay_ns=1.17
critPathBufInv=5
criticalPathCategory=in2reg
crit_chain=buf_16 > buf_12 > buf_12 > buf_4 > mux2i_1 > o221ai_1 > o22ai_1 > nor4_1 > nand4_1 > nand4_1 > buf_4 > and4_1
crit_family=simple AND/OR/NAND/NOR gates
crit_slowest_cell=nand4_1
cp.required_ns=8.50

[grt]
grt_max_degree=145
grt_overflow=0
first_global_vias=400000
grt_pass1_wl_um=3250000
antenna_found_initial=269
gr-usage-all-layers=0.294

[finish]
layout-drive-gt1-share=0.230
area_delta_synth_final_pct=14.3
ff_latch_area_um2=555000
largest_reg_flops=18400
logic_area_um2=151000
final_cells=62200
nFillCells=143000

[pwr]
clkPwrFrac=0.416
intPower_uw=158000
switching_share=0.220
p_leak_uw=0.259
powerDensity_nw_per_um2=248
irDropWorstVdd_uv=222
power_frac_comb=0.055
switching_power_uw=44600
sequentialPowerShare=0.529

[flow_run]
drv_cap=8
warnings=40

[placement]
dp_hpwl_um=1480000
globalplace.congestion=0.959
io_buffers=94
dp_cells=58200

[floorplan]
core_um2=1780000
num_rows=490
die-area_um2=1790000
die_x_um=1340
ios=96
initial_core_util=0.401
die_h_um=1340

[timing]
fin_skew_ns=0.0951
hold_viol_final=0
fin_tns_setup_ns=0
max_slew_margin=-0.130
rsz0062_at_grt=false
worstMarginPinSlew_ns=1.69
setup_viol=0
drv_slew=45

[clock_tree]
cts_sinks=18500
path_clk_slew_ns=0.12
cts_hold_buf=0
post_cts_buffers=0
cts_tree=done
ctsResizeCount=0

[min_path]
hp-class=reg2reg

[run_status]
violations=max-capacitance violations, max-slew violations
status=finished with violations

==> worst paths after layout <==
| check | startpoint | to | slack (ns) | cells after the start |
|---|---|---|---|---|
| setup reg to reg | BRAM[70][34]$_DFFE_PP_ | ram_data[34]$_DFFE_PP_ | 2.53 | 8 |
| max in group clk0 | addra[1] | BRAM[402][24]$_DFFE_PP_ | 3.03 | 7 |
| setup / recovery | addrb[0] | ram_data[34]$_DFFE_PP_ | 0.81 | 12 |
| hold / removal | output_register.doutb_reg[8]$_SDFFE_PP0P_ | output_register.doutb_reg[8]$_SDFFE_PP0P_ | 0.51 | 2 |
| min in group clk0 | dina[31] | BRAM[3][31]$_DFFE_PP_ | 0.59 | 1 |
| hold reg to reg | output_register.doutb_reg[8]$_SDFFE_PP0P_ | output_register.doutb_reg[8]$_SDFFE_PP0P_ | 0.51 | 2 |
==> power groups by stage <==
| stage | logic [µW] | registers, µW | clock network, µW |
|---|---|---|---|
| after global routing | 11600 | 107000 | 88300 |
| after CTS | 10900 | 107000 | 84800 |
| final | 11200 | 107000 | 84100 |
==> layer usage <==
| metal | vias up | track usage | routed length, µm |
|---|---|---|---|
| met2 | 32100 | 0.387 | 1030000 |
| met3 | 5247 | 0.310 | 578000 |
| met4 | 377 | 0.145 | 151000 |
| met1 | 184000 | 0.270 | 621000 |
| li1 | 150000 | - | - |
| met5 | - | 0.109 | 19900 |
==> cell families after synthesis <==
kind of cell,share of synthesized area
mux,0.144
simple gates,0.0169
flops,0.778
compound gates,0.0430
buf+inv,0.0183
==> final cells by class <==
cell class,instances,area share
tap,23600,0.0362
sequential,18500,0.680
clock buffer,2227,0.0591
antenna,739,0.00227
inverter,11,0.0000782
clock inverter,1074,0.0112
timing repair buffer,2414,0.0260
multi-input combinational,13600,0.185
==> synthesized netlist by cell type, types with 340 or more instances <==
cell type / instances
nor2_1: 971
nand2_1: 556
o221ai_1: 1203
mux2i_1: 3456
o22ai_1: 957
buf_6: 370
o21ai_0: 506
clkbuf_1: 844
mux4_2: 2931
a21oi_1: 857
nor3_1: 340
edfxtp_1: 18500
==> layout by cell type (no fill, tap or decap), types with 140 or more instances in the layout <==
cell type	synthesis	layout
a21oi_1	857	845
o22ai_1	957	953
a211oi_1	156	147
a31oi_1	220	212
mux4_2	2931	2931
nand2_1	556	506
clkinv_2	0	360
buf_12	10	200
mux2i_1	3456	3456
nor2_4	0	519
nor3_1	340	315
mux2_2	140	140
o221ai_1	1203	1202
clkinv_1	0	450
nor2_1	971	445
clkbuf_1	844	352
edfxtp_1	18500	18500
bufinv_16	0	155
o21ai_0	506	467
diode_2	0	739
clkbuf_16	0	1875
buf_4	331	2103
nand3_1	155	148
==> per-stage QoR <==
step	setup WS (ns)	total power (µW)	hold WS [ns]	area, µm²	utilization
final	0.808	202000	0.511	816000	0.459
after global routing	0.697	207000	0.534	816000	0.458
after CTS	1.08	203000	0.514	814000	0.458
after detailed placement	0.413	120000	0.488	757000	0.425
after global placement	-1.44	120000	0.482	756000	0.425
after floorplan	3.66	114000	0.437	714000	-
==> worst min-delay path, delay by kind of cell, from the launching register on <==
kind / cells / cell delay, ns
DFF: 1 / 0.35
muxes: 1 / 0.06
and+or+nand+nor: 1 / 0.07
Power and IR drop assume default switching activity.
