File: /design/flow/config.mk
export PLATFORM = sky130hd
export DESIGN_NAME = twiddle_mod
export DESIGN_NICKNAME = twiddle_mod
export VERILOG_FILES = /design/flow/design.v
export SDC_FILE = /design/flow/constraint.sdc
export NUM_CORES = 4
export LEC_CHECK = 1
export CORE_UTILIZATION = 30
File: /design/flow/constraint.sdc
current_design twiddle_mod

set clk_period 9.8
set clk_io_pct 0.2

create_clock -name clk0 -period $clk_period [get_ports {sys_clk}]

set non_clock_inputs [all_inputs -no_clocks]
set_input_delay [expr $clk_period * $clk_io_pct] -clock clk0 $non_clock_inputs
set_output_delay [expr $clk_period * $clk_io_pct] -clock clk0 [all_outputs]
File: /design/flow/design.v
`timescale 1 ns/ 1 ps
module cordic#(
	parameter pipeline = 16
)(
	input				sys_clk,
	input				sys_nrst,
	input				sys_en,
	input	[15 : 0]	phase_in,
	output	[16 : 0]	eps,
	output	[16 : 0]	sin,
	output	[16 : 0]	cos
);
	localparam const_k = 16'h9b74;
	reg 			[15 : 0]	rot			[15 : 0];
	initial begin
		rot[0]		= 16'h2000;     
		rot[1]		= 16'h12e4;     
		rot[2]		= 16'h09fb;     
		rot[3]		= 16'h0511;     
		rot[4]		= 16'h028b;     
		rot[5]		= 16'h0145;     
		rot[6]		= 16'h00a3;     
		rot[7]		= 16'h0051;     
		rot[8]		= 16'h0028;     
		rot[9]		= 16'h0014;     
		rot[10]		= 16'h000a;     
		rot[11]		= 16'h0005;     
		rot[12]		= 16'h0003;     
		rot[13]		= 16'h0002;     
		rot[14]		= 16'h0001;     
		rot[15]		= 16'h0000;     
	end
	reg signed		[16 : 0]	eps_r;
	reg signed		[16 : 0]	sin_r;
	reg signed		[16 : 0]	cos_r;
	reg signed		[16 : 0]	x			[pipeline : 0];
	reg signed		[16 : 0]	y			[pipeline : 0];
	reg signed		[16 : 0]	z			[pipeline : 0];
	reg				[1 : 0]		quadrant	[pipeline : 0];
	always@(posedge sys_clk or negedge sys_nrst)begin
		if(!sys_nrst)begin
			x[0] <= 17'b0;
			y[0] <= 17'b0;
			z[0] <= 17'b0;
		end else begin
			if(sys_en)begin
				x[0] <= {1'b0, const_k};
				y[0] <= 17'b0;
				z[0] <= {3'b0,phase_in[13:0]};
			end
		end
	end
	always@(posedge sys_clk or negedge sys_nrst)begin
		if(!sys_nrst)begin
			x[1] <= 17'b0;
			y[1] <= 17'b0;
			z[1] <= 17'b0;
		end else begin
			if(sys_en)begin
				if(z[0][16])begin
					x[1] <= x[0] + y[0];
					y[1] <= x[0] - y[0];
					z[1] <= z[0] + rot[0];
				end else begin
					x[1] <= x[0] - y[0]; 
					y[1] <= x[0] + y[0]; 
					z[1] <= z[0] - rot[0]; 
				end
			end
		end
	end
	generate
		genvar j;
		for(j = 2; j <= pipeline; j = j + 1)begin : pipeline_comp_loop0
			always@(posedge sys_clk or negedge sys_nrst)begin
				if(!sys_nrst)begin
					x[j] <= 17'b0;
					y[j] <= 17'b0;
					z[j] <= 17'b0;
				end else begin
					if(sys_en)begin
						if(z[j-1][16])begin
							x[j] <= x[j-1] + (y[j-1]>>>(j-1));
							y[j] <= y[j-1] - (x[j-1]>>>(j-1));
							z[j] <= z[j-1] + rot[j-1]; 
						end else begin
							x[j] <= x[j-1] - (y[j-1]>>>(j-1));
							y[j] <= y[j-1] + (x[j-1]>>>(j-1));
							z[j] <= z[j-1] - rot[j-1]; 
						end
					end
				end
			end
		end
	endgenerate
	always@(posedge sys_clk or negedge sys_nrst)begin
		if(!sys_nrst)begin
			quadrant[0] <= 'b0;
		end else begin
			if(sys_en)begin
				quadrant[0] <= phase_in[15:14];
			end
		end
	end
	generate
		genvar i;
		for(i = 1; i <= pipeline; i = i + 1)begin : pipeline_loop0
			always@(posedge sys_clk or negedge sys_nrst)begin
				if(!sys_nrst)begin
					quadrant[i] <= 'b0;
				end else begin
					if(sys_en)begin
						quadrant[i] <= quadrant[i-1];
					end
				end
			end
		end
	endgenerate
	assign sin = sin_r;
	assign cos = cos_r;
	assign eps = eps_r;
	always@(posedge sys_clk or negedge sys_nrst)begin
		if(!sys_nrst)begin
			eps_r <= 'd0;
		end else begin
			if(sys_en)begin
				eps_r <= z[16];
			end
		end
	end
	always@(posedge sys_clk or negedge sys_nrst)begin
		if(!sys_nrst)begin
			cos_r <= 'd0;
			sin_r <= 'd0;
		end else begin
			if(sys_en)begin
				case(quadrant[16])
					2'b00:begin
						cos_r <= $signed(x[16]);
						sin_r <= $signed(y[16]);
					end
					2'b01:begin
						cos_r <= -$signed(y[16]); 
						sin_r <= $signed(x[16]); 
					end
					2'b10:begin
						cos_r <= -$signed(x[16]); 
						sin_r <= -$signed(y[16]); 
					end
					2'b11:begin
						cos_r <= $signed(y[16]); 
						sin_r <= -$signed(x[16]); 
					end
				endcase
			end
		end
	end
endmodule
`timescale 1 ns/ 1 ps
module twiddle_mod#(
	parameter division		= 16,
	parameter fft_length	= 16,
	parameter ff_in_en		= 0,
	parameter ff_out_en		= 0,
	parameter dsp_ff_num	= 0
)(
	input							sys_clk,
	input							sys_nrst,
	input							sys_en,
	output	[16 : 0]				tw_fac_r,
	output	[16 : 0]				tw_fac_i,
	output							cordic_rdy
);
function integer clog2;
	input integer value;
	begin  
		value = value-1;
		for (clog2=0; value>0; clog2=clog2+1)
			value = value>>1;
		end  
endfunction
function integer clog4;
	input integer value2;
	begin  
		value2 = value2-1;
		for (clog4=0; value2>0; clog4=clog4+1)
			value2 = value2>>2;
		end  
endfunction
	localparam phase_bw = 16;
	localparam cordic_bw = clog2(division);
	localparam tick_bw = clog2(fft_length);
	localparam pwr_cmp = clog4(fft_length) - clog4(division);
	localparam offset = (pwr_cmp > 0) ? 1 : 0;
	localparam tick_ff_path_dsp = (dsp_ff_num > 0) ? pwr_cmp * dsp_ff_num : 0;
	localparam tick_ff_path_num = (ff_in_en + ff_out_en) * 2;
	localparam cordic_offset = (tick_ff_path_num) * (pwr_cmp + 1) + tick_ff_path_dsp;
	localparam cordic_rdy_cnt = 17 + (fft_length / 4) - cordic_offset;
	localparam cordic_init_cnt = (division / 4) * offset - cordic_offset;
	reg							cordic_rdy_r;
	reg		[tick_bw : 0]		cordic_init;
	reg		[cordic_bw-1 : 0]	phase_cnt;
	always@(posedge sys_clk or negedge sys_nrst)begin
		if(!sys_nrst)begin
			phase_cnt <= 'd0;
		end else begin
			if(sys_en)begin
				if(cordic_init[0+:(cordic_bw-2)] == {(cordic_bw-2){1'b1}})begin
					phase_cnt <= 'd0;
				end else begin
					phase_cnt <= phase_cnt - 
						{{(cordic_bw-2){1'b0}}, cordic_init[cordic_bw-2], cordic_init[cordic_bw-1]};
				end
			end
		end
	end
	cordic#(
		.pipeline		(16)
	)cordic_s0(
		.sys_clk		(sys_clk),
		.sys_nrst		(sys_nrst),
		.sys_en			(sys_en),
		.phase_in		({phase_cnt, {(phase_bw-cordic_bw){1'b0}}}),
		.cos			(tw_fac_r),
		.sin			(tw_fac_i),
		.eps			()
	);
	always@(posedge sys_clk or negedge sys_nrst)begin
		if(!sys_nrst)begin
			cordic_init <= cordic_init_cnt;
		end else if(sys_en)begin
			cordic_init <= cordic_init + 'd1;
		end
	end
	always@(posedge sys_clk)begin
		if(!sys_nrst)begin
			cordic_rdy_r <= 1'b0;
		end else if(sys_en)begin
			if(cordic_init == cordic_rdy_cnt)begin
				cordic_rdy_r <= 1'b1;
			end
		end
	end
	assign cordic_rdy = cordic_rdy_r;
endmodule
File: /design/flow/run.sh
#!/bin/bash
# OpenROAD 26Q1-2900-gdf79404cd8, Yosys 0.63+post, stock flow scripts
make -C /OpenROAD-flow-scripts/flow DESIGN_CONFIG=/design/flow/config.mk WORK_HOME=/design/flow/orfs finish
==> results.txt <==
Physical implementation status

The clock period could shrink to 4910 ps. The initial antenna violation count came to 0. Of the synthesized area, sequential elements account for 0.302.

In this design, the stage delay of the slowest critical-path cell is 670 ps. The count of warnings emitted by yosys stands at 6. The script parses the final routing iteration and logs DRC violations as 0. The flow reports an fmax of 203 MHz.

The floorplan step defined a core boundary enclosing 212000 sq um. Post-CTS timing repair inserted 0 buffers for setup. Walking the worst path, the cells encountered are buf_8 > buf_4 > buf_12 > buf_4 > buf_4 > mux2_2.

In this run, the synthesized area fraction spent on AND-OR/OR-AND gates is recorded as 0.204. The largest driver fanout on the critical path stands at 149. The number of max-cap violations stands at 0. The worst slew margin relative to its limit stands at 0.303. The synthesized netlist handed to floorplanning was reported with a cell count of 7078. After clock tree synthesis, the flow added hold-fix buffers numbering 0. The die outline height stands at 464 um. The critical path required time stands at 10370 ps. In the setup report, the worst path falls into the class in -> reg. Grouping non-sequential cells by family puts the most area in AND-OR/OR-AND gates. Per the GRT congestion report, total overflow comes to 0. The area fraction in and, or, nand and nor cells after synthesis stands at 0.139. The slack of the worst reg-to-reg path stands at 5290 ps.

Across all setup checks in the final design, the least slack found is 4890 ps. The maximum clock skew at final layout stands at 20.1 ps. Warnings raised by the tools during the run amount to 54. As reported, the later end of the worst-skew pair has a clock insertion delay of 700 ps. The worst setup path is captured at a register.

Detailed placement reports a standard cell area of 67500 sq um. Per the layout report, the design carries 21.3k filler cells. From the final report, the count of setup violators was given as 0. For reference, the placement row count at floorplan is 169. In the floorplan report the effective utilization is 0.302.

The parity-gate share of the synthesized area counting xor and xnor cells stands at 0.0797. The worst setup path is launched from a primary input. Per the CTS log, the root buffer master is clkbuf_16. In this run the most critical hold path is launched from cordic_init[4]$_DFFE_PN0P_. The run finished with clean final reports. The type recorded for the worst min-delay path is reg -> reg.

The number of failing hold endpoints at the final stage stands at 0. The clock passes through at most 3 buffers. Counting flops with an async set or reset pin after synthesis yields a share of 0.999. In this run, the number of DRC markers left after iteration 0 of detailed routing was 2851. The number of global-route vias before repair was 48.7k.

The synthesized netlist occupies a cell area of 64000 sq um. STA lists the startpoint of the worst register-to-register path as cordic_s0.x[2][14]$_DFFE_PN0P_. The first-pass iteration count of the detailed router stands at 5. Looking at the max-slew report, the worst-margin pin has a slew of 1050 ps.

Ranked by instance count, the synthesized netlist is headed by 771 x dfrtp_1, 696 x ha_1, 622 x a21oi_1, 537 x nor2_1, 421 x nand2_1. The post-detailed-routing wire length stands at 153000 um. The die area stands at 215000 sq um.

Of the cells placed in the final design, the portion with a size suffix greater than 1 is 0.0922. The chip area from the yosys synthesis statistics stands at 64000 sq um. Looking at the gate-level netlist, the highest instance count belongs to dfrtp_1. The final standard cell area without fillers stands at 70400 sq um.

For this design, Yosys synthesis ends with a cell count of 7078. The area fraction in mux cells stands at 0.0891. The combined global-route utilization of all metal layers stands at 0.146.

TritonCTS built the clock tree. The total via count after detailed routing stands at 51.1k. Per STA, the worst path accumulates the most delay in the family buffers and inverters. The post-cts sizing count stands at 0. The pre-CTS worst setup slack stands at 4170 ps.

The aggregate negative setup slack stands at 0 ps. The buffer_ports step reported a buffer count of 37. After synthesis, the mean cell area works out to 9.04 sq um. The first-pass GRT wire length stands at 256000 um.

By instance count, the cell type seen most on the critical path is buf_4. The post-route clock period utilization stands at 0.501. The largest individual stage delay along the critical path comes from the cell buf_4. Tracing the worst setup path back leads to its startpoint at sys_en.

The CTS log lists the clock sinks for this run as 772. Yosys reported a register bit count of 772. Clock-pin slew was measured on the worst setup and hold paths at 60 ps. The maximum number of pins on one net before global-route repair stands at 150. The H-tree generated during clock tree synthesis spans 3 levels. Of the post-synthesis cell area, the dominant cell type holds 0.302. The largest total area in the synthesized netlist belongs to dfrtp_1. The adder and majority gate portion of the synthesized area stands at 0.149. The OpenROAD report gives the critical path a data arrival time of 5480 ps. The number of pins exceeding their max-slew limit in the final report stands at 0. The detail route stage leaves a number of antenna-violating nets equal to 0. The distinct cell type count after synthesis stands at 82. Counting both buffers and inverters, the worst setup path holds a total of 5. The average wire per cell in the routed design stands at 15.4 um. According to the floorplan report, the die width is 464 um. The synthesis report lists the most area-consuming cells as dfrtp_1 30%, ha_1 14%, mux2_2 6.6%, xnor2_1 5.6%, a21oi_1 4.9%. The routability-driven placement congestion ratio stands at 0.891. The commonest register cell is dfrtp_1. The post-synth count of flops with an enable pin is 0. 38 I/O pins were placed.

The layout overhead on the synthesized area stands at 10.0%. Clock tree synthesis inserted a total of 87 buffers. Setup repair after global routing left no endpoint under its margin. The half-perimeter wire length after placement stands at 115000 um.

The via-per-instance ratio stands at 5.15.
kinds of logic (layout without fill, tap and decap cells):
family,count (synthesis),in the layout
buffers and inverters,620,636
and+or+nand+nor,1828,1828
xor gates and xnor gates,582,582
adders and majority gates,738,738
AOI/OAI and AO/OA,2048,2048
other,0,1
DFF,772,772
muxes,490,490
layout make-up:
| class | count | area (sq um) | area share |
|---|---|---|---|
| diodes | 1 | 2.50 | 0.0000356 |
| repair buffers | 93 | 876 | 0.0124 |
| flip-flops and latches | 772 | 19300 | 0.275 |
| multi-input cells | 5686 | 42300 | 0.601 |
| clock inverters | 36 | 392 | 0.00557 |
| clock buffers | 122 | 2480 | 0.0352 |
| inverters | 385 | 1450 | 0.0206 |
| well taps | 2821 | 3530 | 0.0502 |
worst paths after layout:
kind                                                              to  depth (start not counted)
worst max-delay path            cordic_s0.quadrant[4][0]$_DFFE_PN0P_                          6
min in group asynchronous             cordic_s0.x[15][7]$_DFFE_PN0P_                          1
max in group asynchronous             cordic_s0.x[6][15]$_DFFE_PN0P_                          4
worst min-delay path                      cordic_init[4]$_DFFE_PN0P_                          1
worst max register to register        cordic_s0.y[3][16]$_DFFE_PN0P_                         12
worst min register to register            cordic_init[4]$_DFFE_PN0P_                          1
routing by layer:
layer	global-route usage	vias to the layer above	share of wire
met4	0.0275	0	0.022
met1	0.218	24100	0.49
met5	0	-	0
met3	0.0226	185	0.040
li1	-	26000	-
met2	0.227	781	0.45
flip-flops by register name, summed over array words and instances (netlist names):
register and count:
cordic_s0.cos_r 17, cordic_s0.x 242, cordic_rdy_r 1, cordic_init 5
cordic_s0.sin_r 17, cordic_s0.y 239, phase_cnt 4, cordic_s0.z 213
cordic_s0.quadrant 34
through the flow:
stage / cells / hold WS, ps / utilization
floorplan: 7078 / 418 / -
global placement: 9757 / 465 / 0.319
detailed placement: 9757 / 462 / 0.319
CTS: 9915 / 479 / 0.332
global route: 9915 / 484 / 0.332
finish: 9916 / 477 / 0.332
cells in the final DEF (no fill, tap or decap), types with 47 or more instances in the layout:
master / n
nor4_1: 47
o21a_1: 112
nand2b_1: 61
a21o_1: 217
inv_1: 379
and3_1: 48
nor2_1: 537
a21oi_1: 622
clkbuf_16: 88
o211ai_1: 51
xor2_1: 176
nor2b_1: 70
mux2_2: 374
nand4_1: 55
mux2i_1: 90
or3_1: 71
nor3_1: 195
buf_4: 50
xnor2_1: 406
dfrtp_1: 770
a31oi_1: 94
o21bai_1: 73
a211oi_1: 88
o31ai_1: 82
o21ai_0: 408
nand2_1: 421
ha_1: 696
nand3_1: 132
